==> flow/design.v <==
module PE_Optimized_PortReuse (
    input wire clk,
    input wire rst_n,
    input wire enable_cycle,
    input wire load_W,           
    input wire [7:0] data_in,    
    input wire [31:0] psum_in, 
    output reg [7:0] data_out,   
    output reg [31:0] psum_out
);
    reg [7:0]  W_local_reg;
    reg [15:0] product_reg;
    reg [31:0] psum_in_reg;
    reg [31:0] psum_accum_reg;
    always @(posedge clk or negedge rst_n) begin
        if (!rst_n) begin
            W_local_reg <= 8'b0;
            data_out    <= 8'b0;
        end else if (enable_cycle) begin
            data_out <= data_in; 
            if (load_W) begin
                W_local_reg <= data_in;  
            end
        end
    end
    wire [15:0] product_comb = data_in * W_local_reg;
    always @(posedge clk or negedge rst_n) begin
        if (!rst_n) begin
            product_reg <= 16'b0;
            psum_in_reg <= 32'b0;
            psum_accum_reg <= 32'b0;
            psum_out <= 32'b0;
        end else if (enable_cycle) begin
            product_reg <= product_comb;
            psum_in_reg <= psum_in;
            if (!load_W) begin
                psum_accum_reg <= psum_in_reg + {{16{1'b0}}, product_reg};
                psum_out <= psum_accum_reg;
            end
        end
    end
endmodule
module Systolic_Array_Top (
    input wire clk,
    input wire rst_n,
    input wire enable_cycle,
    input wire load_W,           
    input wire accumulate_mode,  
    input wire capture_en,       
    input wire [63:0] row_inputs,  
    input wire [2:0] col_sel,      
    output wire [31:0] sram_data_out
);
    wire [7:0]  w_horiz [0:7][0:8];
    wire [31:0] w_vert  [0:8][0:7];
    genvar r, c;
    generate
        for (r = 0; r < 8; r = r + 1) begin : LEFT
            assign w_horiz[r][0] = row_inputs[(r*8)+7 : (r*8)];
        end
        for (c = 0; c < 8; c = c + 1) begin : TOP
            assign w_vert[0][c] = 32'b0;
        end
        for (r = 0; r < 8; r = r + 1) begin : ROW
            for (c = 0; c < 8; c = c + 1) begin : COL
                PE_Optimized_PortReuse pe (
                    .clk(clk), .rst_n(rst_n),
                    .enable_cycle(enable_cycle), .load_W(load_W),
                    .data_in(w_horiz[r][c]), .data_out(w_horiz[r][c+1]),
                    .psum_in(w_vert[r][c]),  .psum_out(w_vert[r+1][c])
                );
            end
        end
    endgenerate
    reg [31:0] buffer [0:7];
    integer i;
    always @(posedge clk or negedge rst_n) begin
        if (!rst_n) begin
            for(i=0; i<8; i=i+1) buffer[i] <= 32'b0;
        end else if (capture_en) begin
            if (accumulate_mode == 0) begin
                buffer[0] <= w_vert[8][0];
                buffer[1] <= w_vert[8][1];
                buffer[2] <= w_vert[8][2];
                buffer[3] <= w_vert[8][3];
                buffer[4] <= w_vert[8][4];
                buffer[5] <= w_vert[8][5];
                buffer[6] <= w_vert[8][6];
                buffer[7] <= w_vert[8][7];
            end else begin
                buffer[0] <= buffer[0] + w_vert[8][0];
                buffer[1] <= buffer[1] + w_vert[8][1];
                buffer[2] <= buffer[2] + w_vert[8][2];
                buffer[3] <= buffer[3] + w_vert[8][3];
                buffer[4] <= buffer[4] + w_vert[8][4];
                buffer[5] <= buffer[5] + w_vert[8][5];
                buffer[6] <= buffer[6] + w_vert[8][6];
                buffer[7] <= buffer[7] + w_vert[8][7];
            end
        end
    end
    assign sram_data_out = buffer[col_sel];
endmodule
==> flow/run.sh <==
#!/bin/bash
# OpenROAD 26Q1-2900-gdf79404cd8, Yosys 0.63+post, stock flow scripts
make -C /OpenROAD-flow-scripts/flow DESIGN_CONFIG=/design/flow/config.mk WORK_HOME=/design/flow/orfs finish
==> flow/config.mk <==
export PLATFORM = sky130hd
export DESIGN_NAME = Systolic_Array_Top
export DESIGN_NICKNAME = Systolic_Array_Top
export VERILOG_FILES = /design/flow/design.v
export SDC_FILE = /design/flow/constraint.sdc
export NUM_CORES = 4
export LEC_CHECK = 1
export CORE_UTILIZATION = 40
==> flow/constraint.sdc <==
current_design Systolic_Array_Top

set clk_period 10.4
set clk_io_pct 0.2

create_clock -name clk0 -period $clk_period [get_ports {clk}]

set non_clock_inputs [all_inputs -no_clocks]
set_input_delay [expr $clk_period * $clk_io_pct] -clock clk0 $non_clock_inputs
set_output_delay [expr $clk_period * $clk_io_pct] -clock clk0 [all_outputs]
==> results.cfg <==
; generated from flow reports
[status]
status = completed

[synthesis]
synth_warnings = 4
ys.flops = 5800
synth_seq_share = 0.369
synthCells = 39500
yosys_most_used_dff = dfrtp_1
syn_area_per_cell_um2 = 9.96
top_area_frac = 0.369
synthTopCellsByArea = dfrtp_1 37%, fa_1 12%, ha_1 11%, mux2_2 7.9%, nand2_1 6.7%
synth_area_um2 = 394000
edf_count = 0
async_flop_share = 1.00
ys_cells = 39500
ys_area_um2 = 394000
ys_types = 83
synth_top_cell_by_area = dfrtp_1

[final_timing]
fin_skew_ps = 67.4
slew-limit-headroom = 0.328
tns_ps = 0
period_minus_slack_ps = 7050
fmax_mhz = 142
setup_viol = 0
rsz0062_at_grt = no
hold_viol_final = 0
hold_ws_ps = 420
drv_slew = 0
tightest_slew_ps = 982
fin_crit_sh = 0.678

[clock_network]
clk_pin_slew_worst_paths_ps = 60
numCtsBuffers = 715
cts_setup_buffers = 0
cts_hold_buffers = 0
cts_num_sinks = 5800
clock_path_buffers = 5
cts_tree = built
post_cts_resized = 0
clkLatencyLatePin_ps = 1090
cts_root_buf = clkbuf_16
cts-htree-levels = 6

[floorplanning]
die_y_um = 994
dieArea_um2 = 988000
floorplan.core_util = 0.401
num_rows = 364
ioPinCount = 105
core_region_area_um2 = 981000
fp.dieW_um = 994

[worst_hold_path]
hold_class = flip-flop to flip-flop

[run]
max_cap_viol_count = 0
log.warning_count = 140

[placed_design]
place_congestion = 0.897
portBuffers = 104
hpwl_um = 640000
place_area_um2 = 408000

[drt]
route.met2.wl_um = 388000
dr.pass1.iters = 24
drt_wl_total_um = 880000
dr_total_vias = 261000
drt-met1-wl_um = 420000
wl_per_cell_um = 16.7
drt_iter0_drc = 13700
route.met3.wl_um = 44300
ant_nets = 0
drc = 0
via_per_inst = 4.95
highest_layer = met5

[critical_path]
end_kind = output port
path_max_fanout = 36
path_cells = buf_4, buf_4, and2_1, nand2_1, o21ai_0, a21oi_1, o21ai_0, clkdlybuf4s50_1
critPathKind = primary input to output port
critPathSlowestCell = and2_1
crit_required_ps = 8320
cp_slowest_stage_delay_ps = 600
startpoint_type = primary input
critPathArrivalTime_ps = 4970
path_buffers = 3
path_delay_family = buffers and inverters

[grt]
antenna_found_initial = 12
grt_pass1_wl_um = 1480000
grt_max_degree = 162
grt_pass1_vias = 267000
gr-total-overflow = 0
grt_usage = 0.191

[final_layout]
finish.instance_area_um2 = 433000
drive_gt1_frac = 0.109
utilization = 0.441
syn2layout_area_growth_pct = 9.96
-- cells in the final DEF, fill, tap and decap left out, drive strengths merged, types with 77 or more instances in the layout --
master and n:
fa 2368, a211oi 129, a21o 573, xor2 655, xnor2 1064, buf 300, o41ai 117, nor2b 164
and2 3293, bufinv 77, nand3 420, or3 102, dfrtp 5800, a21oi 1328, nand2b 164, nand4 98
a31oi 113, ha 3384, clkdlybuf4s50 97, o21a 98, mux2i 135, mux2 2755, clkbuf 978, clkinv 152
and3 177, nor3 320, o21bai 305, o31ai 140, inv 3895, nand2 7044, nor2 1018, o21ai 1802
-- cell usage after synthesis, drive strengths merged (573+ instances only) --
cell type  number
mux2         2755
o21ai        1802
nand2        7044
a21o          573
inv          3858
clkbuf       1394
and2         3293
a21oi        1328
ha           3384
xnor2        1064
nor2         1018
fa           2368
dfrtp        5800
xor2          655
-- per-layer routing --
layer	global-route usage	vias up
li1	-	129000
met1	0.297	127000
met2	0.285	3697
met3	0.0401	1175
met4	0.0469	8
met5	0	-
-- metrics by stage --
stage,setup slack [ps],instances
finish,3350,52700
detailed placement,3100,51400
CTS,3400,52700
global route,3180,52700
global placement,2950,51400
floorplan,4200,39500
-- worst min-delay path, cell delays in order, from the launching register on --
cell and delay (ps):
dfrtp_1 340, nand2_1 50, nand2_1 50
-- logic make-up after synthesis --
family	Yosys count	share of synthesized area
adder cells (fa/ha/maj)	5752	0.228
XOR/XNOR	1719	0.0382
flip-flops	5800	0.369
AND/OR/NAND/NOR	12900	0.152
AND-OR/OR-AND	5080	0.0786
buffers and inverters	5324	0.0508
multiplexers	2917	0.0838
-- worst paths after layout --
kind                       slack [ps]                          endpoint  cells past startpoint                                from
max reg2reg                      5400  ROW[7].COL[6].pe.product_reg[15]                     17        ROW[7].COL[5].pe.data_out[5]
min reg2reg                       420      ROW[6].COL[6].pe.psum_out[6]                      2  ROW[6].COL[6].pe.psum_accum_reg[6]
max                              3350                  sram_data_out[7]                      8                          col_sel[0]
min in group asynchronous         940      ROW[7].COL[0].pe.psum_out[8]                      1                               rst_n
min                               420      ROW[6].COL[6].pe.psum_out[6]                      2  ROW[6].COL[6].pe.psum_accum_reg[6]
max in group asynchronous        6580   ROW[5].COL[7].pe.product_reg[8]                      5                               rst_n
-- area by class of cell --
type	instances	area (µm²)
fillers	89800	549000
well taps	13000	16300
repair buffers	398	4010
diodes	11	27.5
multi-input cells	28400	229000
inverters	3859	14500
clock inverters	304	3990
flip-flops and latches	5800	145000
clock buffers	977	20400
